==> ./design.v <==
`timescale 1ns/1ns
module Controller (
    clk,
    rst,
    start,
    updated,
    done,
    backtrack,
    cal_update,
    load_init,
    updater,
    alu,
    cal_res,
    res_updater,
    poping,
    dont_check,
    push
);
    input clk, rst;
    input start;
    input updated;
    input done;
    input backtrack;
    input cal_update;
    output reg load_init;
    output reg updater;
    output reg alu;
    output reg cal_res;
    output reg res_updater;
    output reg poping;
    output reg dont_check;
    output reg push;
    parameter [3:0] 
        Start = 4'd0,
        Idle = 4'd1,
        Initer = 4'd2,
        Mult = 4'd3,
        Stack = 4'd4,
        ALU = 4'd5,
        Back = 4'd6,
        Pop = 4'd7,
        Poper = 4'd10,
        Update = 4'd8,
        Done = 4'd9;
    reg [3:0] ps, ns;
    always @(posedge clk, posedge rst) begin
        if(rst)begin
            ps <= Start;
        end
        else
            ps <= ns;
    end
    always @(ps, start, updated, done, backtrack, cal_update) begin
        case (ps)
            Start:      ns = start ? Idle : Start;
            Idle:       ns = Initer;
            Initer:     ns = Mult;
            Mult:       ns = Stack;
            Stack:      ns = ALU;
            ALU:        ns = Back;
            Back:       ns = backtrack ? Pop : Update;
            Pop:        ns = done ? Done : Poper;
            Poper:      ns = Pop;
            Update:     ns = Mult;
            Done:       ns = Start;
            default: ns = Start;
        endcase
    end
    always @(ps) begin
        {load_init, updater, alu, cal_res, res_updater, poping, dont_check, push} = 0;
        case (ps)
            Start: begin
                dont_check = 1'b1;
            end
            Idle: begin
                load_init = 1'b1;
                dont_check = 1'b1;
            end
            Initer: begin
                dont_check = 1'b1;
            end
            Mult: begin
                dont_check = 1'b1;
            end
            Stack: begin
                dont_check = 1'b1;
                updater = 1'b1;
                push = 1'b1;
            end
            ALU: begin
                alu = 1'b1;
            end
            Back: begin
            end
            Pop: begin
                cal_res = 1'b1;
            end
            Poper: begin
                poping = 1'b1;
            end
            Update: begin
                res_updater = 1'b1;
            end
            Done: begin
            end
        endcase
    end
endmodule
==> ./run.sh <==
#!/bin/bash
# OpenROAD 26Q1-2900-gdf79404cd8, Yosys 0.63+post, stock flow scripts
make -C /OpenROAD-flow-scripts/flow DESIGN_CONFIG=/design/flow/config.mk WORK_HOME=/design/flow/orfs finish
==> ./config.mk <==
export PLATFORM = sky130hd
export DESIGN_NAME = Controller
export DESIGN_NICKNAME = Controller
export VERILOG_FILES = /design/flow/design.v
export SDC_FILE = /design/flow/constraint.sdc
export NUM_CORES = 4
export LEC_CHECK = 1
export CORE_AREA = 10 10 70 70
export DIE_AREA = 0 0 80 80
==> ./constraint.sdc <==
current_design Controller

set clk_period 1.4
set clk_io_pct 0.2

create_clock -name clk0 -period $clk_period [get_ports {clk}]

set non_clock_inputs [all_inputs -no_clocks]
set_input_delay [expr $clk_period * $clk_io_pct] -clock clk0 $non_clock_inputs
set_output_delay [expr $clk_period * $clk_io_pct] -clock clk0 [all_outputs]
==> flow report <==
SYNTHESIS
----------------------------------------------------------------------------------------
Largest cells by area                                                       dfrtp_1 33%, nor2_1 8.6%, nand2b_4 4.5%, a211oi_2 4.1%, and3_1 4.1%
Multiplexer share                                                                      0
Portion of the post-synthesis area used by sequential elements                     0.328
Post-synthesis share of cell area spent on and, or, nand and nor gates             0.303
Dominant cell area share                                                           0.328
Post-synth tally of flip-flops with integrated enable                                  0
Synth area leader                                                                dfrtp_1
Synth logic family                                                          simple AND/OR/NAND/NOR gates
XOR/XNOR share of the synthesized area                                            0.0287
Yosys warning count                                                                    1
Chip Area, Yosys                                                                 305 µm²
Area fraction in full adders, half adders and majority gates                           0
AND-OR/OR-AND share of the synthesized area                                        0.184
Number of unique standard cell types used by synthesis                                21
Most frequent cell after synthesis                                                nor2_1
FFs w/ async S/R, synth                                                             1.00
Leading register cell type out of synthesis                                      dfrtp_1
Cells in synth_stat.txt                                                               37
Synthesized area per cell                                                       8.25 µm²
Number of synthesized register bits                                                    4
Cell count after synthesis                                                            37
Post-Syn Area                                                                    305 µm²
Top post-synthesis cells by count                                           7 x nor2_1, 4 x dfrtp_1, 3 x inv_1

SETUP PATH
----------------------------------------------------------------------------------------
Crit path launch type                                                          flip-flop
CP max-delay cell                                                                dfrtp_2
List of cells traversed by the critical path                                buf_6 -> nor4b_4 -> buf_2
Delay contributed by the slowest stage of the critical path                       430 ps
Worst R2R Start                                                                    ps[3]
WP data arrival                                                                  1170 ps
Worst Setup End Kind                                                          output pin
Critical path required time                                                      1120 ps
Critical path startpoint                                                           ps[2]
CP Max Fanout                                                                          3
Path type of the worst setup path                                           flip-flop to output pin
Depth of the worst register-to-register path                                           6

DETAILED ROUTING
----------------------------------------------------------------------------------------
Routed vias                                                                          397
Total wirelength of the detailed-routed design                                   1.14 mm
Via/cell ratio                                                                      3.25
Count of nets left with antenna violations after detail routing                        0
DRC violations left                                                                    0
Antenna diode instance count                                                           0
Avg WL per Cell                                                                  9.33 µm
Iteration tally of the first detailed-router pass                                      2
DRC marker count from the first detailed-route iteration                               9

GRT
----------------------------------------------------------------------------------------
Met2 layer usage reported by global route                                         0.0578
Met3 capacity usage during global routing                                         0.0205
GRT Total Usage                                                                   0.0385
Global-route met1 utilization                                                     0.0487
Number of global-route vias before repair                                            432
Most crowded layer after global routing                                             met2
Largest net degree at the start of global routing                                      7
Overflow left after global routing                                                     0
First-pass GRT wire length                                                       2.01 mm
Antenna violations before repair                                                       0

FINAL TIMING
----------------------------------------------------------------------------------------
Total of endpoints with negative setup slack in the final report                       6
Worst setup slack after layout                                                  -48.4 ps
Setup TNS                                                                        -210 ps
Worst slew margin relative to its limit                                            0.855
Final Hold Fails                                                                       0
Highest clock rate                                                               690 MHz
Slew of the pin with the lowest slew margin                                       216 ps
Minimum clock period after layout                                                1450 ps
Setup repair after global routing missed its margin                                 true
Max-slew violation count                                                               0
Portion of the clock cycle consumed by the worst path in the final layout           1.03
Final worst clock skew                                                           2.99 ps

POWER
----------------------------------------------------------------------------------------
PnR Total Power                                                                  1.66 mW
Combinational share of power                                                       0.773
Leakage power                                                                   0.368 nW
Power per cell area                                                          2110 nW/µm²
Psw                                                                               588 µW
Peak supply drop                                                              0.000438 V
Part of the total power dissipated in sequential elements                          0.146
Portion of total power attributed to the clock network                             0.081
P_int                                                                            1.07 mW
Share of total power consumed by net switching                                     0.354

OUTCOME
----------------------------------------------------------------------------------------
Violations in the final reports                                             negative setup slack
Outcome                                                                     complete, but fails checks

RUN
----------------------------------------------------------------------------------------
Maximum capacitance violations                                                         0
Tool Warnings                                                                         29

CLOCK TREE
----------------------------------------------------------------------------------------
Post-CTS Hold Fix Bufs                                                                 0
Clock transition at path regs                                                      40 ps
Clock latency on the worst-skew pair                                              230 ps
Buffer levels on the longest clock path                                                2
Number of sinks handled by clock tree synthesis                                        4
Master cell of the clock root buffer                                            clkbuf_4
Clock buffer count from CTS                                                            3
H-tree depth                                                                           1
TritonCTS clock tree                                                               built

DIE
----------------------------------------------------------------------------------------
DIE HEIGHT                                                                         80 µm
Width of the die                                                                   80 µm
Core Density at Floorplan                                                         0.0894
Core outline area                                                               3420 µm²
Total number of placement rows                                                        21
Chip area                                                                       6400 µm²
I/O pin total                                                                         15

LAYOUT
----------------------------------------------------------------------------------------
Filler cells                                                                         360
Area growth from synthesis to layout                                                157%
Flip-flop count of the largest register after layout                                   4
Fraction of layout instances using a drive strength above 1                        0.724
Final design area excluding fillers                                              786 µm²
Register with the highest flop count                                                  ps
Largest registers in the final layout                                              ps x4

PLACE
----------------------------------------------------------------------------------------
Placed wire-length estimate after detailed placement                              712 µm
Final weighted congestion in routability-driven placement                          0.745
Input/output buffers                                                                  12
Instance area at placement                                                       537 µm²

MIN PATH
----------------------------------------------------------------------------------------
Class of the tightest hold or removal check                                 primary input to asynchronous set/reset pin

power groups by stage:
stage     logic, mW  registers, mW  clock network, mW
5_1_grt        1.39          0.248              0.161
4_1_cts        1.17          0.239              0.147
6_report       1.28          0.242              0.135
through the flow:
step            util  worst slack (ps)  hold WS [ps]  cells
3_5_place_dp   0.157              -223           500    102
2_1_floorplan      -               210          46.1     37
6_report       0.230             -48.4           245    122
5_1_grt        0.230              -120           273    122
3_3_place_gp   0.157              -206           473    102
4_1_cts        0.220             -93.5           248    122
cell families (layout without fill, tap and decap cells):
family,Yosys count,count (layout)
xor gates and xnor gates,1,1
DFF,4,4
buffers and inverters,9,48
AOI/OAI and AO/OA,7,7
and+or+nand+nor,16,16
worst paths after layout:
path / endpoint / slack (ps)
max reg2reg: ps[1] / 100
max in group asynchronous: ps[2] / 990
min in group clk0: ps[2] / 740
min: ps[0] / 250
max: poping / -50
min reg2reg: ps[2] / 740
critical path: cells and delay by family, from the launching register on:
kind	cells	cell delay, ps
buffers and inverters	2	260
flip-flops	1	430
AND/OR/NAND/NOR	1	250
cell usage in the layout, fill, tap and decap left out, drive strengths merged:
master         instances
buf                   35
nor2                   7
inv                    5
clkdlybuf4s50          4
clkbuf                 4
dfrtp                  4
nand2b                 3
o21ai                  2
and3                   2
nor3                   2
nand4                  1
o31ai                  1
a211oi                 1
a21o                   1
a31o                   1
xor2                   1
a32o                   1
nor4b                  1
repair_timing:
action	4_1_cts	5_1_grt
setup endpoints to repair	8	8
resized	44	10
setup buffers	18	0
pin swaps	6	5
layer usage:
| metal | vias to the layer above | share of wire |
|---|---|---|
| li1 | 202 | - |
| met1 | 187 | 0.42 |
| met3 | 0 | 0.095 |
| met5 | - | 0 |
| met4 | 0 | 0 |
| met2 | 8 | 0.48 |
final cells by class:
cell class / count / area [µm²] / area share
clock buffer: 3 / 22.5 / 0.0287
sequential: 4 / 103 / 0.131
inverter: 5 / 23.8 / 0.0303
multi-input combinational: 24 / 233 / 0.296
tap: 46 / 57.6 / 0.0732
timing repair buffer: 40 / 347 / 0.441
Power figures rest on the tool's default switching activity, not on a simulated workload.
